===== design.v =====
module instrmem(
    input         rst_n,         
    input  [31:0] instr_addr,    
    output [31:0] instr_data     
);
parameter MEM_DEPTH = 64;        
localparam ADDR_WIDTH = $clog2(MEM_DEPTH);
reg [31:0] mem [0:MEM_DEPTH-1];
integer i = 0;
always @(*) begin
    if(!rst_n)
    begin
    for (i = 0; i < MEM_DEPTH; i = i + 1) begin
        mem[i] = 32'h00000013;  
    end
    end
    else begin
    mem[0]  = 32'h00A00513;    
    mem[1]  = 32'h06400593;    
    mem[2]  = 32'hFFA50613;    
    mem[3]  = 32'h06060463;    
    mem[4]  = 32'h00050693;    
    mem[5]  = 32'h00168693;    
    mem[6]  = 32'h06068063;    
    mem[7]  = 32'h0006A703;    
    mem[8]  = 32'h0046A783;    
    mem[9]  = 32'h00F75863;    
    mem[10] = 32'h00E7A023;    
    mem[11] = 32'h00F6A223;    
    mem[12] = 32'hFFC68693;    
    mem[13] = 32'hFE1FF06F;    
    mem[14] = 32'hFFC60613;    
    mem[15] = 32'hFDFFF06F;    
    mem[16] = 32'h00000013;    
    end
end
wire [ADDR_WIDTH-1:0] word_addr = instr_addr[ADDR_WIDTH+1:2];  
assign instr_data = (~rst_n) ? 32'h00000013 :     
                   (word_addr >= MEM_DEPTH) ? 32'h00000013 :  
                   mem[word_addr];                 
endmodule

===== run.sh =====
#!/bin/bash
# OpenROAD 26Q1-2900-gdf79404cd8, Yosys 0.63+post, stock flow scripts
make -C /OpenROAD-flow-scripts/flow DESIGN_CONFIG=/design/flow/config.mk WORK_HOME=/design/flow/orfs finish

===== config.mk =====
export PLATFORM = sky130hd
export DESIGN_NAME = instrmem
export DESIGN_NICKNAME = instrmem
export VERILOG_FILES = /design/flow/design.v
export SDC_FILE = /design/flow/constraint.sdc
export NUM_CORES = 4
export LEC_CHECK = 1
export CORE_AREA = 10 10 70 70
export DIE_AREA = 0 0 80 80

===== constraint.sdc =====
current_design instrmem

set clk_period 2.9
set clk_io_pct 0.2

create_clock -name clk0 -period $clk_period

set non_clock_inputs [all_inputs -no_clocks]
set_input_delay [expr $clk_period * $clk_io_pct] -clock clk0 $non_clock_inputs
set_output_delay [expr $clk_period * $clk_io_pct] -clock clk0 [all_outputs]

==> flow_summary.ini <==
; synthesis and place-and-route metrics
[floorplan]
die_y_um = 80
die_area_um2 = 6400
rows = 21
initial_utilization_pct = 17.4
core_um2 = 3420
die_x_um = 80
io_pins = 65

[place]
dp.cells = 176
io_buffers = 37
place_ws_ns = -0.127
gp_congestion = 0.863
hpwl_um = 1690

[min_path]
min_path_type = in -> out
holdPathStages = 5

[setup_path]
critPathKind = in -> out
worstPathMaxFanout = 5
endpoint_kind = primary output
start_kind = primary input
critPathArrivalTime_ns = 2.31
required_ns = 2.32

[power]
switching_share_pct = 44.6
ir_worst_vdd_v = 0.0000508
power_frac_clock_pct = 0
pwr-share-comb_pct = 100.0
p_int_mw = 0.0663
p_per_area_nw_per_um2 = 102
p_leak_nw = 0.635
pwr-share-seq_pct = 0
switchingPower_mw = 0.0534
total_power_mw = 0.120

[detailed_routing]
diodes = 0
route.met2.wl_um = 1010
routed_via_density = 4.29
wl_met1_um = 1110
postRouteAntennaNets = 0
first_iter_violations = 26
dr.pass1.iters = 4
met3RoutedLength_um = 185
routedWlPerCell_um = 12.6
drc_errors = 0
via_count = 780
finalWirelength_um = 2300
highest_layer = met3

[run]
warnings = 60
cap_viol_max_count = 0

[global_route]
grtUsageTotal_pct = 6.33
grt_pass1_vias = 764
overflow = 0
grt_pass1_wl_um = 3460
antenna_found_initial = 0
grt_max_degree = 23

[final_layout]
final_util_pct = 34.5
syn_to_final_growth_pct = 97.9
seqCellArea_um2 = 0
logic_area_um2 = 494
fillers = 357
nClkBuffers = 0
seq_cells = 0
fin_cells = 182
drive_gt1_share_pct = 26.5

[final_timing]
clock.fmax_mhz = 346
period_used_pct = 99.7
finalCriticalPeriod_ns = 2.89
rsz0062_at_grt = yes
hold_viol = 0
setup_ws_ns = 0.00780
tns_ns = 0
setup_violations = 0
drv_slew = 0

[logic_synthesis]
yosys-stat-area_um2 = 596
ys_types = 35
ys_seq_share_pct = 0
synth_area_um2 = 596
netlist_instances = 95
ys_cells = 95
ys_warn_count = 2
syn_area_per_cell_um2 = 6.27

[outcome]
status = complete, no violations

[clock_network]
hold_buffers = 0
-- cells in the mapped netlist --
library cell	instances	area, um2
a211oi_1	1	7.51
a21o_1	1	7.51
a21oi_1	10	50.1
a21oi_2	1	8.76
a221oi_1	1	8.76
a31oi_1	1	6.26
a32o_1	1	10.0
buf_2	3	15.0
buf_4	13	97.6
buf_6	3	33.8
clkbuf_1	1	3.75
conb_1	1	3.75
inv_1	2	7.51
maj3_1	1	10.0
nand2_1	4	15.0
nand2b_1	5	31.3
nand3_1	4	20.0
nand4b_1	1	8.76
nor2_1	8	30.0
nor2b_1	6	37.5
nor3_1	8	40.0
nor3b_1	3	22.5
o211ai_1	1	7.51
o21ai_0	3	15.0
o21ai_1	1	5.00
o22a_1	1	8.76
o2bb2a_1	1	10.0
o31a_1	1	8.76
o31ai_1	1	7.51
o32a_1	1	10.0
or2_1	1	6.26
or2_2	1	6.26
or3b_1	1	8.76
xnor2_1	2	17.5
xor2_1	1	8.76
-- placed cells by master (no fill, tap or decap), drive strengths merged --
cell type / n
a32o: 1
a21o: 1
xnor2: 2
o2bb2a: 1
o22a: 1
maj3: 1
a21oi: 11
o31ai: 1
o31a: 1
o21ai: 4
nor3b: 3
dlymetal6s2s: 15
nand3: 4
clkdlybuf4s50: 22
or2: 2
o211ai: 1
buf: 22
a31oi: 1
nand2b: 5
nor2b: 6
xor2: 1
nand4b: 1
nor2: 8
inv: 2
nand2: 4
a211oi: 1
nor3: 8
clkbuf: 1
o32a: 1
conb: 2
or3b: 1
a221oi: 1
-- through the flow --
| stage | hold slack, ns | area (um2) |
|---|---|---|
| after global placement | 2.32 | 1020 |
| after CTS | 2.31 | 1040 |
| after detailed placement | 2.31 | 1020 |
| after floorplan | 1.28 | 599 |
| final | 1.75 | 1180 |
| after global routing | 1.79 | 1180 |
-- routing by layer --
metal | track usage (%) | vias up
met5 | 0 | -
li1 | - | 405
met4 | 0.704 | 0
met2 | 10.3 | 22
met3 | 2.16 | 0
met1 | 8.11 | 353
-- timing repair --
action                                  CTS  global route
setup buffers                             1             3
gates resized                             3            28
endpoints found under the setup margin   17            22
pin swaps                                 0             2
gates cloned                              1             1
-- final timing paths --
path	startpoint	end
max	rst_n	instr_data[24]
min	instr_addr[6]	instr_data[14]
-- critical path, stage by stage --
cell	delay, ns
clkdlybuf4s50_1	0.46
or3b_4	0.43
buf_2	0.18
a31oi_1	0.16
clkdlybuf4s50_1	0.50
-- cells by family after synthesis --
family / count (synthesis) / synth area share (%)
AND-OR/OR-AND: 26 / 28.8
adder cells (fa/ha/maj): 1 / 1.68
XOR/XNOR: 3 / 4.41
AND/OR/NAND/NOR: 42 / 38.0
buffers and inverters: 22 / 26.5
other: 1 / 0.630
-- area by class of cell --
cell class,count,share of cell area [%]
Inverter,2,0.637
Multi-Input combinational cell,74,41.9
Timing Repair Buffer,60,52.5
Tap cell,46,4.88
-- power by group through the flow --
stage / Clock, mW / Sequential (mW) / Combinational [mW]
CTS: 0 / 0 / 0.109
global route: 0 / 0 / 0.132
finish: 0 / 0 / 0.120
Power and IR drop assume default switching activity.
