==> /design/flow/design.v <==
module regbag (
    input         clk,        
    input         rst_n,      
    input         decoder_r_en1,      
    input  [4:0]  decoder_r_addr1,    
    output [31:0] idexreg_r_data1,    
    input         decoder_r_en2,      
    input  [4:0]  decoder_r_addr2,    
    output [31:0] idexreg_r_data2,    
    input         wb_w_en,       
    input  [4:0]  wb_w_addr,    
    input  [31:0] wb_w_data      
);
reg [31:0] register [1:31];   
integer i;
always @(posedge clk or negedge rst_n) begin
    if (!rst_n) begin
        for (i = 1; i < 32; i = i + 1) begin
            register[i] <= 32'b0;
        end
    end
    else if (wb_w_en && (wb_w_addr != 5'b0)) begin
        register[wb_w_addr] <= wb_w_data;
    end
end
assign idexreg_r_data1 = (!decoder_r_en1) ? 32'b0 :           
                        (decoder_r_addr1 == 5'b0) ? 32'b0 :   
                        (wb_w_en && (wb_w_addr == decoder_r_addr1)) ? wb_w_data :
                        register[decoder_r_addr1];             
assign idexreg_r_data2 = (!decoder_r_en2) ? 32'b0 :           
                        (decoder_r_addr2 == 5'b0) ? 32'b0 :   
                        (wb_w_en && (wb_w_addr == decoder_r_addr2)) ? wb_w_data :
                        register[decoder_r_addr2];             
endmodule
==> /design/flow/run.sh <==
#!/bin/bash
# OpenROAD 26Q1-2900-gdf79404cd8, Yosys 0.63+post, stock flow scripts
make -C /OpenROAD-flow-scripts/flow DESIGN_CONFIG=/design/flow/config.mk WORK_HOME=/design/flow/orfs finish
==> /design/flow/config.mk <==
export PLATFORM = sky130hd
export DESIGN_NAME = regbag
export DESIGN_NICKNAME = regbag
export VERILOG_FILES = /design/flow/design.v
export SDC_FILE = /design/flow/constraint.sdc
export NUM_CORES = 4
export LEC_CHECK = 1
export CORE_UTILIZATION = 30
==> /design/flow/constraint.sdc <==
current_design regbag

set clk_period 8.3
set clk_io_pct 0.2

create_clock -name clk0 -period $clk_period [get_ports {clk}]

set non_clock_inputs [all_inputs -no_clocks]
set_input_delay [expr $clk_period * $clk_io_pct] -clock clk0 $non_clock_inputs
set_output_delay [expr $clk_period * $clk_io_pct] -clock clk0 [all_outputs]
==> impl_metrics.py <==
# Synthesis and PnR figures
metrics = {
    "final_timing": {
        "tightest_slew_ps": 1220,
        "period_minus_slack_ps": 8000,
        "rsz0062_at_grt": "false",
        "finalHoldViolCount": 0,
        "layout_setup_ws_ps": 304,
        "setup_viol": 0,
        "drv_slew": 0,
        "period_used_pct": 96.3,
        "finClkSkew_ps": 0,
        "tns_ps": 0,
        "slew_headroom_pct": 18.8,
        "max_clock_freq_ghz": 0.125,
    },
    "critical_path": {
        "r2r_start": "register[20][19]$_DFFE_PN0P_",
        "start_kind": "input pin",
        "critPathLaunch": "decoder_r_addr2[1]",
        "crit_end": "idexreg_r_data2[16]",
        "worst_setup_path_end_kind": "primary output",
        "arrival_ps": 6340,
        "rrSetupSlack_ps": 7250,
        "cp_cell_sequence": "clkdlybuf4s50_1 -> buf_4 -> nand2b_1 -> buf_4 -> nor2_4 -> buf_4 -> a22o_1 -> a21oi_1 -> o21ai_0 -> nor3_1 -> o21ai_1 -> clkdlybuf4s50_1",
        "cp.required_ps": 6640,
        "crit_cells": 12,
        "ff2ff_path_depth": 1,
        "max_stage_delay_ps": 830,
        "cp_max_fo": 15,
        "cpMostUsedCell": "buf_4",
        "cp.buffers_inverters": 5,
        "crit_family": "buffers and inverters",
        "reg2reg_to": "register[20][19]$_DFFE_PN0P_",
        "critPathSlowestCell": "nor2_4",
        "crit_type": "in2out",
    },
    "clocking": {
        "post_cts.repair.setup_buffers": 0,
        "hold_buffers": 0,
        "ctsResizeCount": 0,
        "tritoncts": "done",
        "cts.sinks": 992,
        "clk_latency_ps": 770,
        "cts_buffer_depth": 3,
        "cts-root-buf": "clkbuf_16",
        "cts_buffers": 109,
        "cts_max_level": 3,
        "clk_pin_slew_ps": 60,
    },
    "layout": {
        "area_growth_pct": 16.5,
        "reg_top3": "register x992",
        "final_cell_mix": "992 x dfrtp_1, 954 x mux2_2, 442 x a22oi_1",
        "largest_reg_flops": 992,
        "drive_above_1_share_pct": 35.5,
        "regMostFlops": "register",
        "final_common_cell": "dfrtp_1",
    },
    "min_path": {
        "hold_class": "reg2reg",
    },
    "floorplan": {
        "ios": 116,
        "initial_core_util_pct": 30.2,
        "die_h_um": 412,
        "dieArea_um2": 170000,
        "core_um2": 167000,
        "row_count": 150,
        "fp.dieW_um": 412,
    },
    "yosys": {
        "netlist_area_um2": 50400,
        "ys_seq_share_pct": 49.2,
        "ys_chip_area_um2": 50400,
        "yosys_cells": 4226,
        "flop_cell": "dfrtp_1",
        "yosysUniqueCellTypes": 68,
        "syn_avg_cell_area_um2": 11.9,
        "postSynthCellCount": 4226,
        "synth.yosys.warnings": 2,
        "edf_count": 0,
        "ys.flops": 992,
        "ys_async_sr_fraction_pct": 100,
    },
    "global_routing": {
        "grt_max_degree": 124,
        "grt_pass1_wl_mm": 367,
        "grt_pass1_vias": 43822,
        "grt_util_all_layers_pct": 32.4,
        "grt_remaining_overflow": 0,
        "antenna_found_initial": 20,
    },
    "placement": {
        "place.gp.congestion": 1.08,
        "place_ws_ps": 641,
        "port_buffers": 115,
        "place_hpwl_mm": 169,
    },
    "routing": {
        "wl_mm": 269,
        "drc_errors": 0,
        "wl_per_cell_um": 40.8,
        "first_pass_iters": 8,
        "ant_nets": 0,
        "vias": 44494,
        "via_per_inst": 6.74,
        "drt_iter0_markers": 5748,
    },
    "pwr": {
        "irDropWorstVdd_uv": 172,
        "leakagePower_nw": 24.6,
        "p_per_area_nw_per_um2": 237,
    },
    "run": {
        "tool_warnings": 34,
        "drv_cap": 0,
    },
    "run_status": {
        "status": "finished clean",
    },
}
## where the power goes
part	switching (mW)	internal, mW
clock network	2.17	3.06
logic	0.969	1.01
registers	0.960	5.77
## how the worst min path moves through the flow
stage | cells past startpoint | startpoint | end
CTS | 1 | register[1][7]$_DFFE_PN0P_ | register[1][7]$_DFFE_PN0P_
global route | 1 | register[1][24]$_DFFE_PN0P_ | register[1][24]$_DFFE_PN0P_
finish | 1 | register[1][1]$_DFFE_PN0P_ | register[1][1]$_DFFE_PN0P_
## layout make-up
| cell class | instances | area, um2 |
|---|---|---|
| Timing Repair Buffer | 389 | 3340 |
| Inverter | 3 | 11.3 |
| Antenna cell | 14 | 35.0 |
| Sequential cell | 992 | 24800 |
| Multi-Input combinational cell | 2795 | 24000 |
| Clock inverter | 52 | 661 |
| Clock buffer | 153 | 3130 |
| Tap cell | 2204 | 2760 |
| Fill cell | 16163 | 108000 |
## per-stage QoR
stage / total power, mW / instances / area [um2] / hold WS [ps] / util [%]
2_1_floorplan: 7.61 / 4226 / 50400 / 481 / -
4_1_cts: 13.9 / 6588 / 58700 / 519 / 35.2
6_report: 13.9 / 6602 / 58800 / 515 / 35.2
3_3_place_gp: 8.65 / 6383 / 54900 / 499 / 32.9
3_5_place_dp: 8.68 / 6383 / 54900 / 506 / 32.9
5_1_grt: 14.3 / 6593 / 58700 / 526 / 35.2
## cell families after synthesis
group	count (synthesis)	share of synthesized area [%]
multiplexers	1014	22.8
flip-flops	992	49.2
AND/OR/NAND/NOR	655	6.82
buffers and inverters	439	4.24
AND-OR/OR-AND	1116	16.7
XOR/XNOR	10	0.174
## metal layers
metal,GRT usage (%),part of all wire (%)
met1,38.7,35
met2,42.7,40
met3,21.7,17
met4,19.1,8.2
met5,3.19,0.33
## cell usage after synthesis (all sizes together) (77+ instances only)
cell type	instances	area, um2
a22oi	442	3320
nand4	136	851
nand3	77	385
a22o	196	1720
o21ai	138	691
nor2	104	480
clkbuf	170	638
a221oi	211	1860
nand2	174	656
mux2	996	11300
dfrtp	992	24800
buf	266	1490
Power and IR drop assume default switching activity.
