**flow/design.v**
```verilog
module idexreg(
    input clk,
    input rst_n,
    input checkpre_flush,
    input feedforward_stall,
    input s_flag_i,
    input [31:0] regbag_data1,
    input [31:0] regbag_data2,
    input en1_i,
    input en2_i,
    input decoder_en1_i,
    input decoder_en2_i,
    input [31:0] imm_i,
    input imm_en_i,
    input [4:0] rd_i,
    input rd_en_i,
    input [6:0] op_i,
    input [7:0] funct7_i,
    input [2:0] funct3_i,
    input [4:0] mem_op_i,
    input jump_en_i,
    input [31:0] pc_i,
    input [4:0] rs1_i,
    input [4:0] rs2_i,
    output [6:0] op_o,
    output [7:0] funct7_o,
    output [2:0] funct3_o,
    output [4:0] rd_o,
    output rd_en_o,
    output [31:0] imm_o,
    output imm_en_o,
    output [31:0] data1_o,
    output en1_o,
    output [31:0] data2_o,
    output en2_o,
    output [4:0] mem_op_o,
    output jump_en_o,
    output [31:0] pc_o,
    output [4:0] rs1_o,
    output [4:0] rs2_o,
    output s_flag_o
);
reg [31:0] data1_reg;
reg [31:0] data2_reg;
reg en1_reg;
reg en2_reg;
reg [31:0] imm_reg;
reg imm_en_reg;
reg [4:0] rd_reg;
reg rd_en_reg;
reg [6:0] op_reg;
reg [7:0] funct7_reg;
reg [2:0] funct3_reg;
reg [4:0] mem_op_reg;
reg jump_en_reg;
reg [31:0] pc_reg;
reg s_flag_reg;
always @(posedge clk or negedge rst_n) begin
    if (!rst_n) begin
        data1_reg <= 32'h0;
        data2_reg <= 32'h0;
        en1_reg <= 1'b0;
        en2_reg <= 1'b0;
        imm_reg <= 32'h0;
        imm_en_reg <= 1'b0;
        rd_reg <= 5'h0;
        rd_en_reg <= 1'b0;
        op_reg <= 7'b0010011;  
        funct7_reg <= 8'h0;
        funct3_reg <= 3'b0;
        mem_op_reg <= 5'h0;
        jump_en_reg <= 1'b0;
        pc_reg <= 32'h0;
        s_flag_reg<=1'b1;
    end
    else begin
        s_flag_reg<=s_flag_i||checkpre_flush;
        casez ({checkpre_flush, feedforward_stall})
            2'b1?: begin   
                data1_reg <= 32'h0;
                data2_reg <= 32'h0;
                en1_reg <= 1'b0;
                en2_reg <= 1'b0;
                imm_reg <= 32'h0;
                imm_en_reg <= 1'b0;
                rd_reg <= 5'h0;
                rd_en_reg <= 1'b0;
                op_reg <= 7'b0010011;  
                funct7_reg <= 8'h0;
                funct3_reg <= 3'b0;
                mem_op_reg <= 5'h0;
                jump_en_reg <= 1'b0;
                pc_reg <= pc_i;  
            end
            2'b01: begin   
            end
            default: begin  
                data1_reg <= regbag_data1;
                data2_reg <= regbag_data2;
                en1_reg <= decoder_en1_i & en1_i;
                en2_reg <= decoder_en2_i & en2_i;
                imm_reg <= imm_i;
                imm_en_reg <= imm_en_i;
                rd_reg <= rd_i;
                rd_en_reg <= rd_en_i;
                op_reg <= op_i;
                funct7_reg <= funct7_i;
                funct3_reg <= funct3_i;
                mem_op_reg <= mem_op_i;
                jump_en_reg <= jump_en_i;
                pc_reg <= pc_i;
            end
        endcase
    end
end
assign op_o = op_reg;
assign funct7_o = funct7_reg;
assign funct3_o = funct3_reg;
assign rd_o = rd_reg;
assign rd_en_o = rd_en_reg;
assign imm_o = imm_reg;
assign imm_en_o = imm_en_reg;
assign data1_o = data1_reg;
assign en1_o = en1_reg;
assign data2_o = data2_reg;
assign en2_o = en2_reg;
assign mem_op_o = mem_op_reg;
assign jump_en_o = jump_en_reg;
assign pc_o = pc_reg;
assign s_flag_o=s_flag_reg;
endmodule
```
**flow/run.sh**
```bash
#!/bin/bash
# OpenROAD 26Q1-2900-gdf79404cd8, Yosys 0.63+post, stock flow scripts
make -C /OpenROAD-flow-scripts/flow DESIGN_CONFIG=/design/flow/config.mk WORK_HOME=/design/flow/orfs finish
```
**flow/config.mk**
```make
export PLATFORM = sky130hd
export DESIGN_NAME = idexreg
export DESIGN_NICKNAME = idexreg
export VERILOG_FILES = /design/flow/design.v
export SDC_FILE = /design/flow/constraint.sdc
export NUM_CORES = 4
export LEC_CHECK = 1
export CORE_AREA = 10 10 215 215
export DIE_AREA = 0 0 225 225
```
**flow/constraint.sdc**
```tcl
current_design idexreg

set clk_period 1.5
set clk_io_pct 0.2

create_clock -name clk0 -period $clk_period [get_ports {clk}]

set non_clock_inputs [all_inputs -no_clocks]
set_input_delay [expr $clk_period * $clk_io_pct] -clock clk0 $non_clock_inputs
set_output_delay [expr $clk_period * $clk_io_pct] -clock clk0 [all_outputs]
```
==> impl_metrics.csv <==
group,metric,value,unit
logic_synthesis,top_cell_area_share,0.594,
detailed_routing,avgViaCountPerCell,3.55,
global_routing,first_global_vias,5263,
clock_network,clk_latency,460,ps
place,port_buffers,329,
logic_synthesis,yosysTopAreaCell,"dfrtp_1",
cells_and_area,utilization,0.266,
place,finalWeightedCongestion,0.754,
logic_synthesis,ys_ff,162,
clock_network,cts_tree,"yes",
critical_path,slowest_stage,"dfrtp_1",
die,row_count,75,
pwr,total_power,10800,uW
critical_path,path_class,"reg2out",
detailed_routing,drt_wl_total,22.7,mm
clock_network,htree_num_levels,4,
die,die_area,50600,sq um
global_routing,grt_overflow,0,
detailed_routing,dr.first_iter.drc_count,170,
logic_synthesis,yosys.stat.seqShare,0.610,
final_timing,setup_violations,0,
global_routing,grtUsageTotal,0.0888,
critical_path,required,1200,ps
logic_synthesis,synth_warnings,11,
global_routing,grt_max_degree,84,
critical_path,crit_path_max_incr_delay,380,ps
job,warnings,35,
global_routing,grt_pass1_wl,34.0,mm
critical_path,crit_path_max_fanout,2,
final_timing,clock_skew,0,ps
place,dp_hpwl,16.8,mm
final_timing,fin_crit,1420,ps
die,core_area,41800,sq um
logic_synthesis,syn_inst,498,
logic_synthesis,yosys-stat-cells,498,
cells_and_area,drive_gt1_frac,0.128,
critical_path,cp-start-kind,"flop",
final_timing,fmax,706,MHz
final_timing,report.final.slew_viol_count,0,
pwr,power_density,974,nW/um^2
final_timing,rsz0062_at_grt,"no",
cells_and_area,n_fill_cell,4322,
die,die_x,225,um
status,outcome,"finished clean",
clock_network,cts_inserted_buffers,17,
final_timing,fin_crit_sh,0.945,
clock_network,clock_sinks,162,
detailed_routing,drc_errors,0,
logic_synthesis,area_leaders,"dfrtp_1 (59%), mux2i_1 (19%), nor2_1 (7.1%)",
clock_network,ctsLongestPathBuffers,2,
detailed_routing,ant_nets,0,
detailed_routing,dr.pass1.iters,4,
critical_path,crit_buf_inv,1,
logic_synthesis,ys_types,16,
logic_synthesis,syn_avg_cell_area,13.4,sq um
critical_path,path_cells,"dlygate4sd2_1",
die,die-height,225,um
cells_and_area,synthToLayoutAreaGrowth,67.0,%
detailed_routing,vias,4961,
final_timing,hold_violations,0,
pwr,p_leak,0.00561,uW
worst_hold_path,min_path_type,"in2reg",
critical_path,crit_arrival,1120,ps
die,fp-utilization,0.159,
clock_network,cts.clk_slew.worst_paths,70,ps
clock_network,cts_root_buf,"clkbuf_16",
logic_synthesis,syn-cell-area,6660,sq um
logic_synthesis,yosysChipArea,6660,sq um
pwr,ir_drop,945,uV
final_timing,finalSetupTns,0,ps
detailed_routing,wl_per_cell,16.3,um
critical_path,crit_family,"flip-flops",
job,cap_violations,0,
die,ios,350,
critical_path,end_kind,"output pin",
global_routing,antenna_found_initial,4,
## power breakdown
part	switching [uW]	internal, uW
Sequential	129	4640
Clock	1990	2460
Combinational	570	1040
## metal layers
| layer | part of all wire | vias up | GRT usage |
|---|---|---|---|
| li1 | - | 2340 | - |
| met2 | 0.48 | 185 | 0.143 |
| met5 | 0.0015 | - | 0 |
| met1 | 0.40 | 2410 | 0.108 |
| met4 | 0.018 | 4 | 0.0134 |
| met3 | 0.10 | 22 | 0.0419 |
## through the flow
step                      hold WS [ps]  setup WS [ps]  area, sq um  instances
after floorplan                   4.41            263         6690        507
after global placement             219            185        10600       1345
after detailed placement           221            182        10600       1345
after CTS                          293           1.01        11100       1395
after global routing               340           2.71        11100       1396
final                              330           82.7        11100       1398
## placed cells by master (no fill, tap or decap)
| master | count |
|---|---|
| buf_4 | 20 |
| clkdlybuf4s15_2 | 2 |
| clkinv_4 | 2 |
| bufinv_16 | 1 |
| clkinvlp_4 | 3 |
| dfrtp_1 | 158 |
| inv_6 | 3 |
| mux2_4 | 30 |
| buf_12 | 12 |
| diode_2 | 2 |
| nor2b_1 | 4 |
| buf_2 | 5 |
| dfstp_2 | 4 |
| dlygate4sd2_1 | 146 |
| clkbuf_1 | 1 |
| dlygate4sd3_1 | 1 |
| mux2i_1 | 124 |
| a211o_1 | 3 |
| a32o_1 | 2 |
| clkbuf_16 | 17 |
| inv_8 | 2 |
| clkdlybuf4s50_1 | 164 |
| nor2_1 | 125 |
| nand2b_2 | 1 |
| buf_6 | 2 |
| mux2_2 | 2 |
| or2_2 | 1 |
| clkdlybuf4s15_1 | 9 |
| conb_1 | 10 |
| clkbuf_8 | 3 |
## kinds of logic after synthesis
logic type	synth area share
AND-OR/OR-AND	0.00696
AND/OR/NAND/NOR	0.0761
multiplexers	0.258
buffers and inverters	0.0489
other	0.000563
flip-flops	0.610
## final timing paths
check | startpoint | endpoint | slack [ps] | depth (start not counted)
min | feedforward_stall | op_reg[4] | 330 | 3
max in group asynchronous | rst_n | data1_reg[1] | 790 | 3
max | data2_reg[17] | data2_o[17] | 80 | 1
min reg2reg | pc_reg[12] | pc_reg[12] | 510 | 1
max reg2reg | mem_op_reg[3] | mem_op_reg[3] | 570 | 4
min in group asynchronous | rst_n | pc_reg[19] | 390 | 3
## synthesized netlist by cell type
| cell type | number |
|---|---|
| buf_6 | 14 |
| dfstp_2 | 4 |
| nor2_1 | 125 |
| dfrtp_1 | 158 |
| clkbuf_1 | 8 |
| mux2_4 | 30 |
| mux2i_1 | 124 |
| or2_2 | 1 |
| buf_4 | 13 |
| a32o_1 | 2 |
| buf_2 | 8 |
| nor2b_1 | 4 |
| conb_1 | 1 |
| nand2b_1 | 1 |
| mux2_2 | 2 |
| a211o_1 | 3 |
## final cells by class
class                      count  area (sq um)  share of cell area
clock buffer                  21           470              0.0423
multi-input combinational    302          2310               0.208
timing repair buffer         361          3480               0.313
tap                          539           674              0.0607
sequential                   162          4060               0.365
clock inverter                11           119              0.0107
antenna                        2          5.00            0.000450
## worst min-delay path: stages
cell and delay [ps]:
buf_6 100, buf_12 200, a211o_1 150
## repair_timing
item	4_1_cts	5_1_grt
setup buffers	16	1
resized	188	1
hold buffers	2	0
endpoints found under the setup margin	162	2
pin swaps	0	0
hold endpoints to repair	28	0
No activity file was given, so power comes from the tool's default toggle rates.
