[design/flow/design.v]
module alu (
    input  [31:0] a,           
    input  [31:0] b,           
    input  [3:0]  alu_op,      
    output reg [31:0] result,  
    output zero                
);
    localparam OP_ADD  = 4'b0000;   
    localparam OP_SUB  = 4'b0001;   
    localparam OP_SLL  = 4'b0010;   
    localparam OP_SLT  = 4'b0011;   
    localparam OP_SLTU = 4'b0100;   
    localparam OP_XOR  = 4'b0101;   
    localparam OP_SRL  = 4'b0110;   
    localparam OP_SRA  = 4'b0111;   
    localparam OP_OR   = 4'b1000;   
    localparam OP_AND  = 4'b1001;   
    wire [4:0] shamt = b[4:0];
    always @(*) begin
        case (alu_op)
            OP_ADD:  result = a + b;                     
            OP_SUB:  result = a - b;                     
            OP_SLL:  result = a << shamt;                
            OP_SLT:  result = ($signed(a) < $signed(b)) ? 32'd1 : 32'd0;  
            OP_SLTU: result = (a < b) ? 32'd1 : 32'd0;   
            OP_XOR:  result = a ^ b;                     
            OP_SRL:  result = a >> shamt;                
            OP_SRA:  result = $signed(a) >>> shamt;       
            OP_OR:   result = a | b;                     
            OP_AND:  result = a & b;                     
            default: result = 32'b0;                     
        endcase
    end
    assign zero = (result == 32'b0);
endmodule
module ex ( 
    input clk, 
    input rst_n,
    input en1,
    input en2,
    input imm_en,
    input rd_en,
    input [4:0] rd,
    input [4:0] rs1,
    input [4:0] rs2,
    input [31:0] imm,
    input [31:0] data1,
    input [31:0] data2,
    input [4:0] mem_op,
    input jump_en,
    input [6:0] op,
    input [7:0] funct7,
    input [2:0] funct3,
    input [31:0] exdata,
    input [31:0] memdata,
    input [31:0] pc, 
    input [31:0] nextpc, 
    input s_flag,
    output [31:0] exresult,
    output [31:0] result_address, 
    output stall,
    output flush,
    output [31:0] correctpc,
    output brunch_taken,
    output update_en
);
    localparam OP_ADD  = 4'b0000;
    localparam OP_SUB  = 4'b0001;
    localparam OP_SLL  = 4'b0010;
    localparam OP_SLT  = 4'b0011;
    localparam OP_SLTU = 4'b0100;
    localparam OP_XOR  = 4'b0101;
    localparam OP_SRL  = 4'b0110;
    localparam OP_SRA  = 4'b0111;
    localparam OP_OR   = 4'b1000;
    localparam OP_AND  = 4'b1001;
    wire load = mem_op[3];
    reg [3:0] alu_op;
    wire [31:0] alu_result;
    wire [31:0] op1, op2;
    wire zero;
    wire stall1;
always @(*) begin
    case (op)
        7'b0110011: begin
            case (funct3)
                3'b000: alu_op = (funct7[5] ? OP_SUB : OP_ADD);   
                3'b001: alu_op = OP_SLL;    
                3'b010: alu_op = OP_SLT;    
                3'b011: alu_op = OP_SLTU;   
                3'b100: alu_op = OP_XOR;    
                3'b101: alu_op = (funct7[5] ? OP_SRA : OP_SRL);   
                3'b110: alu_op = OP_OR;     
                3'b111: alu_op = OP_AND;    
                default: alu_op = OP_ADD;
            endcase
        end
        7'b0010011: begin
            case (funct3)
                3'b000: alu_op = OP_ADD;    
                3'b001: alu_op = OP_SLL;    
                3'b010: alu_op = OP_SLT;    
                3'b011: alu_op = OP_SLTU;   
                3'b100: alu_op = OP_XOR;    
                3'b101: alu_op = (funct7[5] ? OP_SRA : OP_SRL);   
                3'b110: alu_op = OP_OR;     
                3'b111: alu_op = OP_AND;    
                default: alu_op = OP_ADD;
            endcase
        end
        7'b0000011, 7'b0100011: alu_op = OP_ADD;   
        7'b1100011: begin
            case (funct3)
                3'b000: alu_op = OP_SUB;   
                3'b001: alu_op = OP_SUB;   
                3'b100: alu_op = OP_SLT;   
                3'b101: alu_op = OP_SLT;   
                3'b110: alu_op = OP_SLTU;  
                3'b111: alu_op = OP_SLTU;  
                default: alu_op = OP_SUB;
            endcase
        end
        7'b1101111, 7'b1100111: alu_op = OP_ADD;   
        default: alu_op = OP_ADD;
    endcase
end
    feedforward ff (
        .clk(clk),
        .rst_n(rst_n),
        .rs1(rs1),
        .rs2(rs2),
        .imm(imm),
        .data1(data1),
        .data2(data2),
        .rs1_en(en1),
        .rs2_en(en2),
        .imm_en(imm_en),
        .load(load),
        .opcode(op),
        .pc(pc),
        .decode_rd(rd), 
        .rd_en(rd_en),
        .exdata(exdata),
        .memdata(memdata),
        .stall(stall1),
        .op1(op1),
        .op2(op2)
    );
    alu alu_unit (
        .a(op1),
        .b(op2),
        .alu_op(alu_op),
        .result(alu_result),
        .zero(zero)
    );
    reg [31:0] correctpcreg;
    reg jumpflag;
    always@(*)
    begin 
        if(op[6:0]==7'b1100011) begin
        case(funct3)
            3'b000:jumpflag=zero;
            3'b001:jumpflag=!zero;
            3'b100:jumpflag=!zero;
            3'b110:jumpflag=!zero;
            3'b101:jumpflag=zero;
            3'b111:jumpflag=zero;
        endcase
        correctpcreg=jumpflag?(pc+imm):(pc+4); 
        end
        else if (op[6:0]==7'b1101111) begin
            correctpcreg=alu_result;
        end
        else if (op[6:0]==7'b1100111) begin
            correctpcreg=alu_result;
        end
        else begin
            correctpcreg=pc+4;
        end
    end
    assign stall=s_flag?1'b0:stall1;
    assign flush=s_flag?1'b0:(jump_en?((correctpc!=nextpc)?1'b1:1'b0):1'b0);
    assign correctpc=correctpcreg;
    assign result_address=(op == 7'b0100011||op == 7'b0000011)?alu_result:32'd0; 
    assign exresult=(op == 7'b0100011)?data2:alu_result;
    assign update_en=jump_en;
    assign brunch_taken=jumpflag;
endmodule
module feedforward( 
    input clk,   
    input rst_n,
    input [4:0] rs1,
    input [4:0] rs2,
    input [31:0] imm,
    input [31:0] data1,
    input [31:0] data2,
    input rs1_en,
    input rs2_en,
    input imm_en,
    input load, 
    input [6:0] opcode, 
    input [31:0] pc,
    input [4:0] decode_rd,
    input [4:0] rd_en,
    input [31:0] exdata,
    input [31:0] memdata,
    output stall,
    output [31:0] op1,
    output [31:0] op2
);
reg [14:0] rd;
wire [4:0] newrd;
assign newrd=rd_en?decode_rd:5'd0;
wire [3:0] flag;
assign flag[3]=(rs2[4:0]==rd[14:10])?1:0;
assign flag[2]=(rs1[4:0]==rd[14:10])?1:0;
assign flag[1]=(rs2[4:0]==rd[9:5])?1:0;
assign flag[0]=(rs1[4:0]==rd[9:5])?1:0;
always@(posedge clk or negedge rst_n)
begin
    if(!rst_n)
    begin
        rd[14:0]=15'd0;
    end
    else begin
        rd[14:0]={rd[9:0],newrd[4:0]};
    end
end
assign stall=load&(flag[1]|flag[0]);   
reg [31:0] op1reg;
reg [31:0] op2reg;
always @(*) begin
    if (opcode == 7'b1100011) begin  
        op1reg = data1;
        op2reg = data2;
    end
    else if (opcode == 7'b1101111) begin  
        op1reg = pc;
        op2reg = imm;
    end
    else if (opcode == 7'b1100111) begin  
        op1reg = data1;
        op2reg = imm;
    end
    else begin  
        if (imm_en) begin
            op2reg = imm;  
            case (flag)
                4'b0000: op1reg = data1;
                4'b0001: op1reg = exdata;
                4'b0100: op1reg = memdata;
                default: op1reg = 32'd0;
            endcase
        end
        else begin
            case (flag)  
                4'b0000: begin
                    op1reg = data1;
                    op2reg = data2;
                end
                4'b0001: begin
                    op1reg = exdata;
                    op2reg = data2;
                end
                4'b0100: begin
                    op1reg = memdata;
                    op2reg = data2;
                end
                4'b1000: begin
                    op1reg = data1;
                    op2reg = memdata;
                end
                4'b0010: begin
                    op1reg = data1;
                    op2reg = exdata;
                end
                default: begin
                    op1reg = 32'd0;
                    op2reg = 32'd0;
                end
            endcase
        end
    end
end
assign op1=op1reg;
assign op2=op2reg;
endmodule
[design/flow/run.sh]
#!/bin/bash
# OpenROAD 26Q1-2900-gdf79404cd8, Yosys 0.63+post, stock flow scripts
make -C /OpenROAD-flow-scripts/flow DESIGN_CONFIG=/design/flow/config.mk WORK_HOME=/design/flow/orfs finish
[design/flow/config.mk]
export PLATFORM = sky130hd
export DESIGN_NAME = ex
export DESIGN_NICKNAME = ex
export VERILOG_FILES = /design/flow/design.v
export SDC_FILE = /design/flow/constraint.sdc
export NUM_CORES = 4
export LEC_CHECK = 1
export CORE_UTILIZATION = 50
[design/flow/constraint.sdc]
current_design ex

set clk_period 99.3
set clk_io_pct 0.2

create_clock -name clk0 -period $clk_period [get_ports {clk}]

set non_clock_inputs [all_inputs -no_clocks]
set_input_delay [expr $clk_period * $clk_io_pct] -clock clk0 $non_clock_inputs
set_output_delay [expr $clk_period * $clk_io_pct] -clock clk0 [all_outputs]
==> notes.md <==
Update from the flow run.

The number of hold violations in the final report is 0. The highest clock frequency the design can meet is 0.0192 GHz. The cell count of the worst hold path is 0. The number of gates resized after cts is 0.

After filler insertion, the fill cell instance count of the layout stands at 2918. The reg2reg setup slack is 98730 ps. The count of flip-flops with a built-in enable after synthesis is 0. The post-synthesis cell type count is 109.

The worst setup path is launched from an input port. The synthesized instance count is 2545. No sink is reached through more buffers than the 2 on the longest clock path. The detailed-route via count is 24500. The critical setup path kind is in -> out. The highest supply drop recorded on VDD is 9.96 uV.

The tool flagged a number of max-cap violations equal to 4. The CTS H-tree depth is 1. The final layout reports a setup TNS of 0 ps. The number of unconstrained endpoints is 2. The standby leakage power is 8.38 nW. The total of flip-flops plus latches after synthesis is 16. The headroom to the max-slew limit is -12.0%. The number of warnings the tools reported is 104. The final number of max-transition violations is 9.

The library cell occupying the most area in the post-synthesis netlist is ha_1. The count of unclocked register or latch pins is 1. The mean routed wirelength per cell is 32.8 um. The critical path required time is 79440 ps. Per the TritonCTS log, the buffer count is 3.

The final timing report counts setup violations totalling 0. The total grt overflow is 0. The type of the most critical hold path is reg -> reg. The number of warnings issued by yosys is 5.

After synthesis, the share of flip-flops with an asynchronous set or reset is 93.8%. The largest single stage delay on the critical path is 810 ps. The floorplan core density is 51.1%.

The total routed wirelength is 106000 um. Measured along the y axis, the die boundary spans 185 um. After the flow finishes, the layout carries non-filler instances totaling 3251. For this run, the detailed router reports a per-instance via density of 7.52. The netlist area before placement is 0.0167 mm^2. Setup repair after global routing left no endpoint under its margin. During placement, the flow inserted port buffers numbering 356. In this run the worst path has a maximum fanout of 71. For the worst min-delay path, the startpoint reported by OpenROAD is ff.rd[2]$_DFF_PN0_. Looking at the cell usage after synthesis, the top flip-flop cell is dfrtp_1. The floorplan step defined a core boundary enclosing 0.0327 mm^2. Counting I/O delays and the setup requirement, the final critical path takes 51970 ps. Detailed-route iteration 0 reported a violation count of 4528. For this design, the CTS-stage hold fixing added 0 buffers. The buffer count from post-CTS setup fixing is 0. The post-route DRC violation count is 0. The largest individual stage delay along the critical path comes from the cell a21oi_1.

Per the synthesis report, the single largest cell type by area occupies 9.66% of cell area. The post-route antenna net violation count is 0. The checks that failed: capacitance limit, slew limit.

The power density over the cells is 10.6 mW/mm^2. The critical path runs through a total of 34 cells. Across the routed clock network, the largest skew measured is 0.884 ps. The clock tree from TritonCTS is yes.

The total routing resource utilization after global routing is 63.0%. The global-route wire length before repair is 152000 um. The initial antenna violation count came to 23.

The capturing element type of the critical path is an output pin. The chip occupies 0.0342 mm^2. The total buffers and inverters traversed by the critical path is 6.

The run finished, with violations left. 370 I/O pins were placed. The average cell area after synthesis is 6.57 um^2. The capturing point of the worst reg2reg path is ff.rd[10]$_DFF_PN0_. The horizontal die dimension is 185 um. The placement row count is 66. The dominant cell type by count on the critical path is buf_4.

The registers of the reported paths see a clock transition of 50 ps. The via count of the first global-routing pass is 22100. Per the skew report, the later register of the worst-skew pair sees a clock latency of 240 ps.

Hold analysis lists the worst path endpoint as ff.rd[7]$_DFF_PN0_. The post-placement cell count is 3235. The worst path uses 52.3% of the clock period. The total power is 0.220 mW. For this run, the chip area from Yosys synthesis comes to 0.0167 mm^2. The worst register-to-register path begins at ff.rd[5]$_DFF_PN0_. The number of standard cells reported by yosys is 2545. The placer's final routability congestion estimate is 1.37. CTS placed an instance of clkbuf_16 at the clock tree root.

From synthesis to final layout, the design area changed by 24.4%. The worst reg-to-reg path cell count is 0. The ratio of cells with drive above 1 in the final layout is 6.61%. Detailed placement finished with a half-perimeter wire length of 79500 um. Grouping stages by cell kind, the critical path spends the most delay in AND-OR/OR-AND gates. By area the synthesized netlist is led by ha_1, nor2_1, a21oi_1. The transition at the pin with the smallest max-transition slack is 1670 ps. The first detailed-routing pass ran for 10 iterations. Data on the critical path arrives at its endpoint at 32110 ps. The pin count of the biggest net entering global routing is 72.
per-layer routing:
layer / part of all wire [%] / vias to the layer above / GRT usage (%)
met5: 0.53 / - / 13.0
met4: 12 / 32 / 53.6
met3: 19 / 834 / 40.7
met2: 38 / 2526 / 84.3
met1: 31 / 10900 / 66.9
li1: - / 10200 / -
how the worst max path moves through the flow:
stage	from	to	slack [ps]
4_1_cts	op[5]	flush	48490
5_1_grt	op[5]	flush	47140
6_report	op[5]	flush	47330
cell families (layout without fill, tap and decap cells):
logic type	count (synthesis)	after routing	share of synthesized area (%)
buffers and inverters	306	560	7.87
adders and majority gates	132	132	10.0
muxes	121	121	7.85
and+or+nand+nor	922	922	26.4
AOI/OAI and AO/OA	949	949	40.2
xor gates and xnor gates	99	99	5.28
latches	1	1	0.0898
other	0	10	0
DFF	15	15	2.25
registers in the layout, summed over array words and instances, names as in the netlist:
signal / flops
jumpflag: 1
ff.rd: 15
final cells by class:
cell class	instances	area (um^2)	share of cell area, %
antenna	10	25.0	0.120
sequential	16	390	1.88
timing repair buffer	434	4150	20.0
clock inverter	1	5.00	0.0241
clock buffer	3	75.1	0.361
inverter	122	460	2.21
tap	442	553	2.66
multi-input combinational	2223	15100	72.8
where the power goes:
group	switching (mW)	total (mW)	internal, mW
sequential	0.000355	0.00685	0.00649
clock	0.00225	0.00761	0.00536
combinational	0.134	0.206	0.0712
Yosys cell counts (all sizes together) (15+ instances only):
library cell	number
a21o	28
a221oi	20
a31oi	24
a2111oi	23
nor3	76
clkbuf	120
buf	64
a22oi	47
nand2b	24
nand3	79
o21a	18
o221ai	19
mux2	26
o211ai	48
mux2i	93
dfrtp	15
inv	121
nor4	20
nor2	275
or3	16
a21oi	191
o22ai	37
and2	37
ha	129
xnor2	76
a221o	41
a211oi	35
nor2b	25
nand4	29
and3	42
xor2	23
o21ai	174
a22o	66
o31ai	19
nand2	251
per-stage QoR:
step	instance area, um^2	setup WS (ps)	hold slack, ps	util (%)
floorplan	16700	51840	331	-
global placement	20600	48600	336	63.1
detailed placement	20600	48540	335	63.1
CTS	20700	48490	345	63.4
global route	20800	47140	362	63.5
finish	20800	47330	345	63.6
cells in the final DEF (no fill, tap or decap), drive strengths merged, types with 16 or more instances in the layout:
| master | synthesis | final |
|---|---|---|
| clkdlybuf4s50 | 0 | 356 |
| nor2 | 275 | 275 |
| nand2 | 251 | 251 |
| a21oi | 191 | 191 |
| o21ai | 174 | 174 |
| ha | 129 | 129 |
| inv | 121 | 121 |
| mux2i | 93 | 93 |
| nand3 | 79 | 79 |
| buf | 64 | 78 |
| xnor2 | 76 | 76 |
| nor3 | 76 | 76 |
| a22o | 66 | 66 |
| o211ai | 48 | 48 |
| a22oi | 47 | 47 |
| and3 | 42 | 42 |
| a221o | 41 | 41 |
| o22ai | 37 | 37 |
| and2 | 37 | 37 |
| a211oi | 35 | 35 |
| nand4 | 29 | 29 |
| a21o | 28 | 28 |
| mux2 | 26 | 26 |
| nor2b | 25 | 25 |
| nand2b | 24 | 24 |
| a31oi | 24 | 24 |
| xor2 | 23 | 23 |
| a2111oi | 23 | 23 |
| a221oi | 20 | 20 |
| nor4 | 20 | 20 |
| o221ai | 19 | 19 |
| o31ai | 19 | 19 |
| o21a | 18 | 18 |
| or3 | 16 | 16 |
Power is estimated from default activity; no workload was simulated.
