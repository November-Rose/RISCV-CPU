==> design/flow/design.v <==
module ifidreg(
    input clk,
    input rst_n,
    input [31:0] instrmem_instr_data,
    input checkpre_flush,
    input feedforward_stall,
    input [31:0] instr_addr_i,
    output [31:0] decoder_instr,
    output [31:0] instr_addr_o,
    output s_flag
);
    reg [31:0] pipeline_reg;
    reg [31:0] addr_reg;   
    reg s_flag_reg;
    always @(posedge clk or negedge rst_n) begin
        if (!rst_n) begin
            pipeline_reg <= 32'h00000013;   
            addr_reg <= 32'd0;
            s_flag_reg <=1'b1;
        end
        else begin
            s_flag_reg<=checkpre_flush;
            casez ({checkpre_flush, feedforward_stall})
                2'b1?: begin
                    pipeline_reg <= 32'h00000013;
                    addr_reg <= 32'd0;
                end
                2'b01: begin
                end
                default: begin
                    pipeline_reg <= instrmem_instr_data;
                    addr_reg <= instr_addr_i;
                end
            endcase
        end
    end
    assign decoder_instr = pipeline_reg;
    assign instr_addr_o = addr_reg;   
    assign s_flag=s_flag_reg;
endmodule
==> design/flow/run.sh <==
#!/bin/bash
# OpenROAD 26Q1-2900-gdf79404cd8, Yosys 0.63+post, stock flow scripts
make -C /OpenROAD-flow-scripts/flow DESIGN_CONFIG=/design/flow/config.mk WORK_HOME=/design/flow/orfs finish
==> design/flow/config.mk <==
export PLATFORM = sky130hd
export DESIGN_NAME = ifidreg
export DESIGN_NICKNAME = ifidreg
export VERILOG_FILES = /design/flow/design.v
export SDC_FILE = /design/flow/constraint.sdc
export NUM_CORES = 4
export LEC_CHECK = 1
export CORE_UTILIZATION = 50
==> design/flow/constraint.sdc <==
current_design ifidreg

set clk_period 1.0
set clk_io_pct 0.2

create_clock -name clk0 -period $clk_period [get_ports {clk}]

set non_clock_inputs [all_inputs -no_clocks]
set_input_delay [expr $clk_period * $clk_io_pct] -clock clk0 $non_clock_inputs
set_output_delay [expr $clk_period * $clk_io_pct] -clock clk0 [all_outputs]
==> qor.csv <==
metric,value,unit
status,"finished, violations left",
violations,negative setup slack,
cts_buffer_depth,2,
crit_type,reg2out,
grt_max_degree,55,
worstSkewPairLatency,0.32,ns
rsz0062_at_grt,yes,
wl_per_cell,14.3,um
place_congestion,0.816,
ys_cells,207,
min_to,s_flag_reg,
cap_violations,0,
layout-drive-gt1-share,0.325,
portBuffers,132,
drc,0,
regToRegEndpoint,pipeline_reg[28],
grt_usage,0.235,
vias,2110,
hp-start,checkpre_flush,
die_y,75.4,um
syn_inst,207,
cpPeakStageDelay,0.54,ns
vdd_ir_drop_max,1040,uV
chipWidth,75.4,um
cp-start-kind,flop,
fill_cells,339,
yosysSeqAreaShare,0.607,
critical_path.max_fanout,2,
path_cells,buf_2,
via_per_inst,4.71,
critical_path_required,0.80,ns
p_leak,0.00223,uW
synth_flop_count,65,
max_freq,0.873,GHz
cts_made_buffers,9,
setup_viol,61,
initial_core_util,0.523,
yosys_warnings,1,
tool_warnings,28,
synth_cell_types,11,
cp_slowest_cell,dfstp_2,
rr_startpoint,pipeline_reg[28],
die-area,5680,um2
grt_first_pass_wirelength,9580,um
clockRootBuffer,clkbuf_8,
clk_pin_slew_worst_paths,0.07,ns
crit_buf_inv,1,
register_area,1630,um2
finalSetupTns,-1.21,ns
antenna_found_initial,0,
hold_viol,0,
dr.pass1.iters,4,
postRouteAntennaNets,0,
rows,26,
min_period_over_period,1.15,
crit_arrival,0.95,ns
cp-end-kind,primary output,
power.total,5580,uW
num_antenna_cells,0,
routed_wirelength,6390,um
cts_tree,done,
hp-class,in2reg,
ys_chip_area,2690,um2
coreArea,5140,um2
logic_area,896,um2
worstMarginPinSlew,0.395,ns
clock_sinks,65,
crit_family,flip-flops,
layout_setup_ws,-0.146,ns
finalCriticalPeriod,1.15,ns
area_growth,52.8,%
holdPathStages,2,
path_depth,1,
cts.htree.levels,3,
drt_iter0_drc,143,
syn-cell-area,2690,um2
io_pins,133,
clock_skew,0,ns
overflow,0,
ff2ff_path_depth,4,
grt_pass1_vias,2006,
rrSetupSlack,0.09,ns
slew-limit-headroom,0.736,
slew_viol_final,0,
powerDensity,1360,nW/um2
dp_hpwl,4370,um
syn_area_per_cell,13.0,um2
==> cell families (layout without fill, tap and decap cells) <==
group           count (synthesis)  count (layout)  synth area share
flops                          65              65             0.607
mux                            61              61             0.227
buf+inv                        14             185            0.0605
simple gates                   64              64            0.0963
compound gates                  3               3           0.00977
==> synthesized netlist by cell type, drive strengths merged <==
cell type	instances	area, um2
dfrtp	61	1530
mux2i	61	611
nor2	61	229
buf	9	144
clkbuf	5	18.8
dfstp	4	105
a211o	3	26.3
and2b	3	30.0
==> power by group <==
group / internal [uW] / switching [uW] / total [uW]
Sequential: 2790 / 69.2 / 2860
Clock: 884 / 905 / 1790
Combinational: 599 / 334 / 933
Total: 4270 / 1310 / 5580
==> metrics by stage <==
step                setup WS, ns  hold WS [ns]  instance area (um2)   util  std cells
detailed placement        -0.164         0.106                 4060  0.790        403
global route              -0.192         0.215                 4110  0.800        448
floorplan                  0.158       -0.0956                 2690      -        207
CTS                       -0.162         0.207                 4040  0.785        438
finish                    -0.146         0.229                 4110  0.800        448
global placement          -0.170         0.106                 4060  0.790        403
==> per-layer routing <==
metal,wire (um),track usage
met4,107,0.0412
met3,646,0.0818
met1,2840,0.404
met5,0,0
met2,2800,0.315
==> cell type report <==
| class | instances | share of cell area |
|---|---|---|
| clock inverters | 4 | 0.00487 |
| repair buffers | 169 | 0.326 |
| flip-flops and latches | 65 | 0.397 |
| clock buffers | 12 | 0.0329 |
| well taps | 70 | 0.0213 |
| multi-input cells | 128 | 0.218 |
==> repair_timing <==
action	4_1_cts	5_1_grt
resized	196	0
endpoints found under the setup margin	65	65
endpoints found under the hold margin	6	0
pin swaps	0	0
hold buffers	2	0
setup buffers	17	10
==> layout by cell type (no fill, tap or decap) <==
master,instances
a211o_1,3
dfstp_2,4
buf_4,30
clkbuf_1,3
nor2_1,61
clkinv_2,4
clkbuf_8,9
mux2i_1,61
clkdlybuf4s50_1,64
dfrtp_1,61
buf_2,67
and2b_4,3
buf_12,6
dlygate4sd3_1,2
==> worst max-delay path by stage <==
stage / startpoint / end / slack, ns
CTS: pipeline_reg[0] / decoder_instr[0] / -0.16
global route: pipeline_reg[1] / decoder_instr[1] / -0.19
finish: pipeline_reg[0] / decoder_instr[0] / -0.15
No activity file was given, so power comes from the tool's default toggle rates.
