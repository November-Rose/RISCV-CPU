$ cat /design/flow/run.sh
#!/bin/bash
# OpenROAD 26Q1-2900-gdf79404cd8, Yosys 0.63+post, stock flow scripts
make -C /OpenROAD-flow-scripts/flow DESIGN_CONFIG=/design/flow/config.mk WORK_HOME=/design/flow/orfs finish
$ cat /design/flow/config.mk
export PLATFORM = sky130hd
export DESIGN_NAME = decoder
export DESIGN_NICKNAME = decoder
export VERILOG_FILES = /design/flow/design.v
export SDC_FILE = /design/flow/constraint.sdc
export NUM_CORES = 4
export LEC_CHECK = 1
export CORE_AREA = 10 10 71 71
export DIE_AREA = 0 0 81 81
$ cat /design/flow/constraint.sdc
current_design decoder

set clk_period 4.7
set clk_io_pct 0.2

create_clock -name clk0 -period $clk_period

set non_clock_inputs [all_inputs -no_clocks]
set_input_delay [expr $clk_period * $clk_io_pct] -clock clk0 $non_clock_inputs
set_output_delay [expr $clk_period * $clk_io_pct] -clock clk0 [all_outputs]
$ cat /design/flow/design.v
module decoder (
    input  [31:0] instr,          
    output [31:0] imm,            
    output        imm_en,         
    output [6:0]  op,             
    output [7:0]  funct7,         
    output [2:0]  funct3,         
    output [4:0]  rd_addr,        
    output        rd_en,          
    output [4:0]  mem_op,         
    output        jump_en,        
    output [4:0]  rs1_addr,       
    output        rs1_en,         
    output [4:0]  rs2_addr,       
    output        rs2_en          
);
    assign op      = instr[6:0];
    assign funct3  = instr[14:12];
    assign funct7  = {1'b0, instr[31:25]};  
    assign rd_addr = instr[11:7];
    assign rs1_addr= instr[19:15];
    assign rs2_addr= instr[24:20];
    wire [31:0] i_imm = {{20{instr[31]}}, instr[31:20]};                     
    wire [31:0] s_imm = {{20{instr[31]}}, instr[31:25], instr[11:7]};        
    wire [31:0] b_imm = {{20{instr[31]}}, instr[7], instr[30:25], instr[11:8], 1'b0};  
    wire [31:0] u_imm = {instr[31:12], 12'b0};                               
    wire [31:0] j_imm = {{12{instr[31]}}, instr[19:12], instr[20], instr[30:21], 1'b0};  
    wire is_rtype = (op == 7'b0110011);  
    wire is_itype = (op == 7'b0010011) ||  
                    (op == 7'b0000011) ||  
                    (op == 7'b1100111);    
    wire is_stype = (op == 7'b0100011);    
    wire is_btype = (op == 7'b1100011);    
    wire is_utype = (op == 7'b0110111) ||  
                    (op == 7'b0010111);     
    wire is_jtype = (op == 7'b1101111);    
    assign imm = is_itype ? i_imm :
                 is_stype ? s_imm :
                 is_btype ? b_imm :
                 is_utype ? u_imm :
                 is_jtype ? j_imm : 32'b0;
    assign jump_en = (op == 7'b1100111) || (op == 7'b1101111) || (op == 7'b1100011);  
    assign imm_en  = is_itype || is_stype || is_btype || is_utype || is_jtype;
    assign rd_en   = !is_stype && !is_btype ;  
    assign rs1_en  = !is_utype && !is_jtype && (rs1_addr != 5'b0);  
    assign rs2_en  = is_rtype || is_stype || is_btype;  
    reg [2:0] mem_op_reg;
    reg load;
    reg store;
    always @(*) begin
        if (op == 7'b0000011) begin           
            case (funct3)
                3'b000: mem_op_reg = 3'b000;  
                3'b001: mem_op_reg = 3'b001;  
                3'b010: mem_op_reg = 3'b010;  
                3'b100: mem_op_reg = 3'b100;  
                3'b101: mem_op_reg = 3'b101;  
                default: mem_op_reg = 3'b111;  
            endcase
            load=1'd1;
        end
        else if (op == 7'b0100011) begin      
            case (funct3)
                3'b000: mem_op_reg = 3'b000;  
                3'b001: mem_op_reg = 3'b001;  
                3'b010: mem_op_reg = 3'b010;  
                default: mem_op_reg = 3'b111;  
            endcase
            store=1'd1;
        end
        else begin
            mem_op_reg = 3'b111;              
            load=1'd0;
            store=1'd0;
        end
    end
    assign mem_op[2:0] = mem_op_reg;
    assign mem_op[3]=load; 
    assign mem_op[4]=store; 
endmodule
==> summary.txt <==
From the run reports.

- The instance area at placement is 1740 µm².
- The timer found 2 register pins that no clock reaches; their paths are not timed.
- For the final routed database, the setup TNS stands at 0 ns.
- The number of buffers inserted to repair setup after CTS reads 0.
- At the floorplan stage, the core utilization is reported as 25.31%.
- The pin slew with the least headroom to its limit is between 0.5 and 0.6 ns.
- The count of synthesis-stage warnings from yosys reads 1.
- The mean instance size in the synthesized netlist is just over 7 µm².
- The placer's final routability congestion estimate is between 0.8 and 0.9.
- The startpoint of the lowest-slack hold path is instr[11].
- Per the power-grid run, VDD falls by no more than between 20 and 25 µV.
- The maximum fanout count along the critical path is 14.
- Antenna repair during routing inserted a diode count of 0.
- Per the detail_route report, DRC violations left total 0.
- The post-cts resize count reads 0.
- The setup slack at placement reads a little under 0.7 ns.
- Detailed routing placed a total of roughly 1700 µm of wire on met2.
- The total non-filler cell area in the finished layout reads 1740 µm².
- The met3 wire length reads slightly below 600 µm.
- The maximum frequency from static timing analysis reads between 0.2 and 0.25 GHz.
- Per the OpenROAD floorplan log, the height of the die is 81 µm.
- Setup repair after global routing left no endpoint under its margin.
- Summing over every cut layer, the via total after detailed routing is 1070.
- For this design the top-level I/O count stands at ~110.
- The die covers roughly 6600 µm².
- The via count of the first global-routing pass reads about 1100.
- The number of buffers inserted for hold repair after clock tree synthesis is 0.
- OpenSTA lists the critical path startpoint as instr[6].
- The power share of the combinational group is between 90% and 100%.
- The largest net degree at the start of global routing reads 15.
- The part of the cycle the worst path needs reads a little under nine tenths.
- The count of warning messages emitted by the tools is 32.
- The number of standard cells after synthesis is ~130.
- Total power normalized to cell area comes to about 55 nW/µm².
- The synthesized netlist occupies a cell area of 919.6 µm².
- The relative contribution of sequential cells to total power is less than 1%.
- The most used flip-flop cell is dlxtn_1.
- The number of cells reported by Yosys stat comes to between 100 and 150.
- The first global-routing pass estimated roughly 5800 µm of wire.
- The worst-case max-slew headroom was logged as ~65%.
- The max-capacitance violation count reads 0.
- The initial antenna violation count is 0.
- The met1 wire length reads around 1400 µm.
- The number of failing setup endpoints in the final timing report is 0.
- The horizontal die dimension is 81 µm.
- In the placement report, post-DP HPWL is listed as approximately 3100 µm.
- The fraction of layout cells with a size suffix above 1 is between 5 and 6%.
- The area recorded from the Yosys report for this design is around 920 µm².
- Summed over all nets, the switching power comes to around 0.03 mW.
- In this run the remaining antenna-violating nets after routing total 0.
- The classification of the worst-slack hold path is in -> out.
- The clock network power share is 0%.
- The final timing report lists a max-slew violation count of 0.
- The switching portion of total power comes to 31.09%.
- After the first detailed-routing iteration, the DRC count stood at 27.
- Per the detail_route report, routed wire per instance is between 15 and 20 µm.
- The minimum clock period reads roughly 4.0 ns.
- The critical path class is in -> out.
- On the critical path the data arrives at 3.07 ns.
- The total area inside the core boundary comes to between 3000 and 4000 µm².
- The total wirelength of the detailed-routed design reads 3643 µm.
- 4 endpoints have no timing constraint.
- The power report lists cell-internal power as approximately 0.066 mW.
- The final worst-path setup slack is 0.6942 ns.
- The run finished with clean final reports.
- The endpoint class of the critical path reads an output port.
- Global routing used between 10% and 20% of the available tracks across all layers.
- The layout-stage area growth over the synthesis result reads 89.25%.
- The total count of hold-check failures in the final report is 0.
- Counting distinct cell types in the post-synthesis netlist gives 34.
- The via-per-instance ratio reads between 4 and 5.
- In the synthesized netlist the async set-or-reset flop fraction comes to 0%.
- The overflow left after global routing is 0.
- The post-synthesis register bit count reads 2.
- The count of input and output buffers reads roughly 110.
- The worst setup path is launched from an input pin.
- The termination of the worst setup path is imm[23].
- In this run the top signal layer used is met3.
- The first-pass iteration count of the detailed router is 4.
- The static leakage is 0.7963 nW.
- The row count is 22.
- The number of flops mapped to enable cells by yosys reads 0.
- The required time of the critical path is approximately 3.8 ns.
## layout make-up
class	instances	area (µm²)
inverters	2	10.01
repair buffers	106	1061
well taps	48	60.06
flip-flops and latches	2	30.03
multi-input cells	83	579.3
fillers	331	1893
## sequential cells by signal, summed over array words and instances, names as in the netlist
name / flops
load: 1
store: 1
## critical path, cell delays in order
cell	delay, ns
clkdlybuf4s50_1	0.67
nor3b_1	0.37
and3_1	0.43
a21o_1	0.18
clkdlybuf4s50_1	0.47
## power groups by stage
stage | clock, mW | sequential, mW | combinational [mW]
finish | 0 | 0.0000872 | 0.0955
global route | 0 | 0.0000874 | 0.105
CTS | 0 | 0.0000872 | 0.0977
## synth_stat cells, drive strengths merged, types with 2 or more instances
library cell	instances	share of area, %
buf	40	33
a21o	20	16
and2	9	6.4
nand2	9	4.5
nor2	9	4.8
a22o	5	4.8
o21ai	5	3.1
a21oi	3	1.6
and3	3	2.0
nand3	3	1.6
a211o	2	1.9
a21boi	2	4.1
dlxtn	2	3.3
inv	2	1.1
nand4	2	1.4
## cell families (layout without fill, tap and decap cells)
logic type / Yosys count / after routing / share of synthesized area [%]
AND-OR/OR-AND: 40 / 40 / 34.97
other: 1 / 1 / 0.4078
latches: 2 / 2 / 3.265
AND/OR/NAND/NOR: 41 / 41 / 26.53
buffers and inverters: 42 / 108 / 33.74
multiplexers: 1 / 1 / 1.088
## placed cells by master, fill, tap and decap left out, types with 2 or more instances in the layout
cell | netlist | routed
clkdlybuf4s50_1 | 0 | 106
a21o_1 | 20 | 20
nand2_1 | 8 | 8
and2_1 | 8 | 8
nor2_1 | 7 | 7
a22o_1 | 5 | 5
o21ai_0 | 4 | 4
and3_1 | 3 | 3
nand3_1 | 3 | 3
a21oi_1 | 3 | 3
a21boi_4 | 2 | 2
nand4_1 | 2 | 2
a211o_1 | 2 | 2
dlxtn_1 | 2 | 2
## through the flow
stage / instances / power, mW / hold WS (ns) / util (%)
floorplan: 127 / 0.03834 / 1.928 / -
global placement: 241 / 0.09744 / 2.721 / 47.90
detailed placement: 241 / 0.09700 / 2.718 / 47.90
CTS: 241 / 0.09775 / 2.721 / 47.90
global route: 241 / 0.1054 / 2.739 / 47.90
finish: 241 / 0.09558 / 2.712 / 47.90
## how the worst min path moves through the flow
stage | endpoint | slack, ns | cells after the start
after CTS | rd_addr[4] | 2.72 | 2
after global routing | rd_addr[1] | 2.74 | 2
final | rd_addr[4] | 2.71 | 2
## metal layers
layer	vias to the layer above	GRT usage [%]
met5	-	0
met4	0	0
met3	0	5.457
met2	56	17.36
met1	469	12.43
li1	545	-
No activity file was given, so power comes from the tool's default toggle rates.
